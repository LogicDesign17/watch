<file path="flow/run.sh">
#!/bin/bash
# OpenROAD 26Q1-2900-gdf79404cd8, Yosys 0.63+post, stock flow scripts
make -C /OpenROAD-flow-scripts/flow DESIGN_CONFIG=/design/flow/config.mk WORK_HOME=/design/flow/orfs finish
</file>
<file path="flow/config.mk">
export PLATFORM = sky130hd
export DESIGN_NAME = blink
export DESIGN_NICKNAME = blink
export VERILOG_FILES = /design/flow/design.v
export SDC_FILE = /design/flow/constraint.sdc
export NUM_CORES = 4
export LEC_CHECK = 1
export CORE_AREA = 10 10 109 109
export DIE_AREA = 0 0 119 119
</file>
<file path="flow/constraint.sdc">
current_design blink

set clk_period 4.7
set clk_io_pct 0.2

create_clock -name clk0 -period $clk_period [get_ports {clk}]

set non_clock_inputs [all_inputs -no_clocks]
set_input_delay [expr $clk_period * $clk_io_pct] -clock clk0 $non_clock_inputs
set_output_delay [expr $clk_period * $clk_io_pct] -clock clk0 [all_outputs]
</file>
<file path="flow/design.v">
`timescale 1ns / 1ps
module blink(
	input on,
	input val,
	input clk,
	output out
	);
	reg [18:0] count;
	initial begin
		out = 0;
		count = 0;
	end
	always @(posedge clk) begin
		if (on & val) begin
			count = count + 1;
			if (count == 500000) begin
				count = 0;
				out = ~out;
			end
		end
		else begin
			out = val;
		end
	end
endmodule
</file>
==> impl_metrics.ini <==
; synthesis and place-and-route metrics
[status]
status = complete, no violations

[global_routing]
grt_util_all_layers_pct = 3.13
grt_antenna_before_repair = 0
grt-ovfl-total = 0
grt_start_max_net_pins = 21
grt_pass1_wl_um = 3890
grt_pass1_vias = 881

[floorplanning]
rows = 36
io_pins = 4
initial_core_util_pct = 13.3
fp.coreArea_um2 = 9640
die_h_um = 119
die-area_um2 = 14200
fp.dieW_um = 119

[sta]
slew_viol_final = 0
fin_crit_ns = 2.76
tightest_slew_ns = 0.451
whs_ns = 0.599
finalCritPeriodShare_pct = 58.6
finClkSkew_ns = 0.000755
worst_slack_ns = 1.94
fin_tns_setup_ns = 0
hold_viol_final = 0
slew_headroom_pct = 69.7
setup_viol = 0
fmaxAchievable_ghz = 0.363
rsz0062_at_grt = no

[yosys]
avgSynthCellArea_um2 = 10.5
syn-cell-area_um2 = 1280
topCombFamilyByArea = simple AND/OR/NAND/NOR gates
synth_cell_types = 38
ys_warn_count = 4
edf_count = 20
ys.flop_type = edfxtp_1
largest_area_cell = edfxtp_1
synth_cells = 122
area_leaders = edfxtp_1 (47%), xor2_1 (6.2%), xnor2_1 (5.5%)
ys_sh_adder_pct = 0.977
synth-simple-area-share_pct = 30.9
top_area_share_pct = 46.9
ys_sh_xor_pct = 11.6
synth-async-reset-ratio_pct = 0
ys_cells = 122
ys_sh_aoi_pct = 4.69
ys_seq_share_pct = 46.9
yosys_area_um2 = 1280
mux_share_pct = 0.879
numSynthFlops = 20

[clock_tree]
clockRootBuffer = clkbuf_8
clockBufferDepth = 2
htree_levels = 1
clock_latency_ns = 0.26
cts_tree = built
numCtsBuffers = 3
post_cts_buffers = 0
postCtsHoldBufs = 0
cts_resized = 0
clkSinkCount = 20
cts.clk_slew.worst_paths_ns = 0.07

[setup_path]
crit_family = simple AND/OR/NAND/NOR gates
startpoint = count[0]
crit_type = reg2reg
arrival_ns = 2.74
r2r-start = count[0]
cp_cell_sequence = ha_1 -> nand4_2 -> nor4_1 -> xor2_1 -> o211ai_1 -> nor4_4 -> nand2b_1
critPathMaxStageDelay_ns = 0.49
cp-end-kind = flip-flop
required_ns = 4.68
crit_slowest_cell = nor4_4
path_max_fanout = 8
cp-start-kind = flip-flop
critPathBufInv = 0

[power_and_ir_drop]
p_total_uw = 359
powerDensity_nw_per_um2 = 239
p_leak_nw = 0.466
ir_drop_uv = 181

[detailed_routing]
drt_iter0_markers = 30
antenna_left = 0
wirelength_um = 2350
viasPerCell = 3.61
vias = 931
drc = 0
wl_per_cell_um = 9.11
drt_pass1_iterations = 4
n_antenna_cell = 0

[job]
warning_count = 25
maxCapViolations = 0

[place]
place.gp.congestion = 0.826
portBuffers = 3
dp_slack_ns = 1.95
place_hpwl_um = 1650
place_area_um2 = 1460
dp.cells = 254

[cells_and_area]
syn_to_final_growth_pct = 17.1
fin_cells = 258
stdcell_area_um2 = 1500
layout-drive-gt1-share_pct = 9.60
final_core_util_pct = 15.6

[min_path]
hold_class = reg2reg
worstHoldStart = out
## Yosys cell counts (all sizes together) (2+ instances only)
| cell type | n |
|---|---|
| a31oi | 2 |
| xor2 | 9 |
| or3 | 2 |
| xnor2 | 8 |
| inv | 6 |
| buf | 5 |
| and3 | 4 |
| nor2 | 15 |
| and2 | 2 |
| o21ai | 2 |
| nor4 | 5 |
| nor3 | 3 |
| nand2 | 6 |
| nand3 | 9 |
| or4 | 2 |
| edfxtp | 20 |
| nand4 | 9 |
## flip-flops by register name, indices dropped and copies added, names as in the netlist
| register | count |
|---|---|
| count | 19 |
| out | 1 |
## final cells by class
type | instances | area, µm²
Timing Repair Buffer | 4 | 37.5
Clock inverter | 1 | 3.75
Fill cell | 1090 | 8140
Multi-Input combinational cell | 91 | 628
Inverter | 6 | 22.5
Clock buffer | 3 | 41.3
Sequential cell | 20 | 601
Tap cell | 133 | 166
## cells in the final DEF, fill, tap and decap left out, types with 2 or more instances in the layout
| cell type | netlist | final |
|---|---|---|
| nand3_1 | 8 | 8 |
| nor4_1 | 3 | 3 |
| inv_1 | 6 | 6 |
| or4_1 | 2 | 2 |
| xor2_1 | 9 | 9 |
| nor2_1 | 15 | 15 |
| nand2_1 | 6 | 6 |
| o21ai_0 | 2 | 2 |
| nor3_1 | 2 | 2 |
| clkdlybuf4s50_1 | 0 | 3 |
| clkbuf_8 | 0 | 3 |
| nand4_1 | 7 | 7 |
| a31oi_1 | 2 | 2 |
| and2_1 | 2 | 2 |
| and3_1 | 4 | 4 |
| edfxtp_1 | 20 | 20 |
| xnor2_1 | 8 | 8 |
## routing by layer
metal  vias to the layer above  share of wire [%]  routed length, µm  track usage [%]
li1                        460                  -                  -                -
met1                       449                 50               1170             4.35
met2                        20                 45               1070             5.15
met3                         2                4.2                 98            0.576
met4                         0               0.60                 14            0.305
met5                         -                  0                  0                0
## where the power goes
part / switching [mW] / total [mW] / internal, mW
clock network: 0.0580 / 0.116 / 0.0582
registers: 0.0112 / 0.217 / 0.205
logic: 0.0138 / 0.0264 / 0.0125
## logic make-up (layout without fill, tap and decap cells)
kind of cell	Yosys count	in the layout
adders and majority gates	1	1
DFF	20	20
xor gates and xnor gates	17	17
AOI/OAI and AO/OA	9	9
muxes	1	1
and+or+nand+nor	63	63
buffers and inverters	11	14
## final timing paths
check / cells after the start / slack [ns] / endpoint
worst min-delay path: 1 / 0.60 / out
worst max register to register: 7 / 1.94 / out
worst max-delay path: 7 / 1.94 / out
worst min register to register: 1 / 0.60 / out
Power figures rest on the tool's default switching activity, not on a simulated workload.
